===== ./run.sh =====
#!/bin/bash
# OpenROAD 26Q1-2900-gdf79404cd8, Yosys 0.63+post, stock flow scripts
make -C /OpenROAD-flow-scripts/flow DESIGN_CONFIG=/design/flow/config.mk WORK_HOME=/design/flow/orfs finish

===== ./config.mk =====
export PLATFORM = sky130hd
export DESIGN_NAME = lab6_source
export DESIGN_NICKNAME = lab6_source
export VERILOG_FILES = /design/flow/design.v
export SDC_FILE = /design/flow/constraint.sdc
export NUM_CORES = 4
export LEC_CHECK = 1
export CORE_UTILIZATION = 50

===== ./constraint.sdc =====
current_design lab6_source

set clk_period 2.1
set clk_io_pct 0.2

create_clock -name clk0 -period $clk_period [get_ports {clk}]

set non_clock_inputs [all_inputs -no_clocks]
set_input_delay [expr $clk_period * $clk_io_pct] -clock clk0 $non_clock_inputs
set_output_delay [expr $clk_period * $clk_io_pct] -clock clk0 [all_outputs]

===== ./design.v =====
module lab6_source(
    input logic [3:0]num,
    input logic [2:0]sel,
    input logic clk, reset, write,
    output logic [7:0]anode,
    output logic [6:0]cathode
);
    logic [3:0]array_sel[0:7];
    integer i;
    always_ff @(posedge clk or posedge reset) begin
        if(reset) begin
            for(i = 0; i<8; i++) begin
                array_sel[i] <= 4'b0;
            end
        end
        else begin
            if (write) begin
                case(sel)
                    3'b000: array_sel[0] <= num;
                    3'b001: array_sel[1] <= num;
                    3'b010: array_sel[2] <= num;
                    3'b011: array_sel[3] <= num;
                    3'b100: array_sel[4] <= num;
                    3'b101: array_sel[5] <= num;
                    3'b110: array_sel[6] <= num;
                    3'b111: array_sel[7] <= num;
                endcase
            end
            else begin
                case(sel)
                    3'b000: begin 
                    anode <= 8'b11111110;
                    case(array_sel[0]) 
                        4'b0000: cathode <= 7'b0000001;
                        4'b0001: cathode <= 7'b1001111;
                        4'b0010: cathode <= 7'b0010010;
                        4'b0011: cathode <= 7'b0000110;
                        4'b0100: cathode <= 7'b1001100;
                        4'b0101: cathode <= 7'b0100100;
                        4'b0110: cathode <= 7'b0100000;
                        4'b0111: cathode <= 7'b0001111;
                        4'b1000: cathode <= 7'b0000000;
                        4'b1001: cathode <= 7'b0000100;
                        4'b1010: cathode <= 7'b0001000;
                        4'b1011: cathode <= 7'b1100000;
                        4'b1100: cathode <= 7'b0110001;
                        4'b1101: cathode <= 7'b1000010;
                        4'b1110: cathode <= 7'b0110000;
                        4'b1111: cathode <= 7'b0111000;
                        default: cathode <= 7'b0000000;
                    endcase
                    end
                    3'b001: begin 
                    anode <= 8'b11111101;
                    case(array_sel[1]) 
                        4'b0000: cathode <= 7'b0000001;
                        4'b0001: cathode <= 7'b1001111;
                        4'b0010: cathode <= 7'b0010010;
                        4'b0011: cathode <= 7'b0000110;
                        4'b0100: cathode <= 7'b1001100;
                        4'b0101: cathode <= 7'b0100100;
                        4'b0110: cathode <= 7'b0100000;
                        4'b0111: cathode <= 7'b0001111;
                        4'b1000: cathode <= 7'b0000000;
                        4'b1001: cathode <= 7'b0000100;
                        4'b1010: cathode <= 7'b0001000;
                        4'b1011: cathode <= 7'b1100000;
                        4'b1100: cathode <= 7'b0110001;
                        4'b1101: cathode <= 7'b1000010;
                        4'b1110: cathode <= 7'b0110000;
                        4'b1111: cathode <= 7'b0111000;
                        default: cathode <= 7'b0000000;
                    endcase
                    end
                    3'b010: begin 
                    anode <= 8'b11111011;
                    case(array_sel[2]) 
                        4'b0000: cathode <= 7'b0000001;
                        4'b0001: cathode <= 7'b1001111;
                        4'b0010: cathode <= 7'b0010010;
                        4'b0011: cathode <= 7'b0000110;
                        4'b0100: cathode <= 7'b1001100;
                        4'b0101: cathode <= 7'b0100100;
                        4'b0110: cathode <= 7'b0100000;
                        4'b0111: cathode <= 7'b0001111;
                        4'b1000: cathode <= 7'b0000000;
                        4'b1001: cathode <= 7'b0000100;
                        4'b1010: cathode <= 7'b0001000;
                        4'b1011: cathode <= 7'b1100000;
                        4'b1100: cathode <= 7'b0110001;
                        4'b1101: cathode <= 7'b1000010;
                        4'b1110: cathode <= 7'b0110000;
                        4'b1111: cathode <= 7'b0111000;
                        default: cathode <= 7'b0000000;
                    endcase
                    end
                    3'b011: begin 
                    anode <= 8'b11110111;
                    case(array_sel[3]) 
                        4'b0000: cathode <= 7'b0000001;
                        4'b0001: cathode <= 7'b1001111;
                        4'b0010: cathode <= 7'b0010010;
                        4'b0011: cathode <= 7'b0000110;
                        4'b0100: cathode <= 7'b1001100;
                        4'b0101: cathode <= 7'b0100100;
                        4'b0110: cathode <= 7'b0100000;
                        4'b0111: cathode <= 7'b0001111;
                        4'b1000: cathode <= 7'b0000000;
                        4'b1001: cathode <= 7'b0000100;
                        4'b1010: cathode <= 7'b0001000;
                        4'b1011: cathode <= 7'b1100000;
                        4'b1100: cathode <= 7'b0110001;
                        4'b1101: cathode <= 7'b1000010;
                        4'b1110: cathode <= 7'b0110000;
                        4'b1111: cathode <= 7'b0111000;
                        default: cathode <= 7'b0000000;
                    endcase
                    end 
                    3'b100: begin 
                    anode <= 8'b11101111;
                    case(array_sel[4]) 
                        4'b0000: cathode <= 7'b0000001;
                        4'b0001: cathode <= 7'b1001111;
                        4'b0010: cathode <= 7'b0010010;
                        4'b0011: cathode <= 7'b0000110;
                        4'b0100: cathode <= 7'b1001100;
                        4'b0101: cathode <= 7'b0100100;
                        4'b0110: cathode <= 7'b0100000;
                        4'b0111: cathode <= 7'b0001111;
                        4'b1000: cathode <= 7'b0000000;
                        4'b1001: cathode <= 7'b0000100;
                        4'b1010: cathode <= 7'b0001000;
                        4'b1011: cathode <= 7'b1100000;
                        4'b1100: cathode <= 7'b0110001;
                        4'b1101: cathode <= 7'b1000010;
                        4'b1110: cathode <= 7'b0110000;
                        4'b1111: cathode <= 7'b0111000;
                        default: cathode <= 7'b0000000;
                    endcase
                    end
                    3'b101: begin 
                    anode <= 8'b11011111;
                    case(array_sel[5]) 
                        4'b0000: cathode <= 7'b0000001;
                        4'b0001: cathode <= 7'b1001111;
                        4'b0010: cathode <= 7'b0010010;
                        4'b0011: cathode <= 7'b0000110;
                        4'b0100: cathode <= 7'b1001100;
                        4'b0101: cathode <= 7'b0100100;
                        4'b0110: cathode <= 7'b0100000;
                        4'b0111: cathode <= 7'b0001111;
                        4'b1000: cathode <= 7'b0000000;
                        4'b1001: cathode <= 7'b0000100;
                        4'b1010: cathode <= 7'b0001000;
                        4'b1011: cathode <= 7'b1100000;
                        4'b1100: cathode <= 7'b0110001;
                        4'b1101: cathode <= 7'b1000010;
                        4'b1110: cathode <= 7'b0110000;
                        4'b1111: cathode <= 7'b0111000;
                        default: cathode <= 7'b0000000;
                    endcase
                    end 
                    3'b110: begin 
                    anode <= 8'b10111111;
                    case(array_sel[6]) 
                        4'b0000: cathode <= 7'b0000001;
                        4'b0001: cathode <= 7'b1001111;
                        4'b0010: cathode <= 7'b0010010;
                        4'b0011: cathode <= 7'b0000110;
                        4'b0100: cathode <= 7'b1001100;
                        4'b0101: cathode <= 7'b0100100;
                        4'b0110: cathode <= 7'b0100000;
                        4'b0111: cathode <= 7'b0001111;
                        4'b1000: cathode <= 7'b0000000;
                        4'b1001: cathode <= 7'b0000100;
                        4'b1010: cathode <= 7'b0001000;
                        4'b1011: cathode <= 7'b1100000;
                        4'b1100: cathode <= 7'b0110001;
                        4'b1101: cathode <= 7'b1000010;
                        4'b1110: cathode <= 7'b0110000;
                        4'b1111: cathode <= 7'b0111000;
                        default: cathode <= 7'b0000000;
                    endcase
                    end
                    3'b111: begin 
                    anode <= 8'b01111111;
                    case(array_sel[7]) 
                        4'b0000: cathode <= 7'b0000001;
                        4'b0001: cathode <= 7'b1001111;
                        4'b0010: cathode <= 7'b0010010;
                        4'b0011: cathode <= 7'b0000110;
                        4'b0100: cathode <= 7'b1001100;
                        4'b0101: cathode <= 7'b0100100;
                        4'b0110: cathode <= 7'b0100000;
                        4'b0111: cathode <= 7'b0001111;
                        4'b1000: cathode <= 7'b0000000;
                        4'b1001: cathode <= 7'b0000100;
                        4'b1010: cathode <= 7'b0001000;
                        4'b1011: cathode <= 7'b1100000;
                        4'b1100: cathode <= 7'b0110001;
                        4'b1101: cathode <= 7'b1000010;
                        4'b1110: cathode <= 7'b0110000;
                        4'b1111: cathode <= 7'b0111000;
                        default: cathode <= 7'b0000000;
                    endcase
                    end
                endcase
            end
        end
    end
endmodule

==> impl_metrics.py <==
# Auto-generated metrics
metrics = {
    "logic_synthesis": {
        "simple_gate_area_share_pct": 15.45,
        "adder_share_pct": 16.96,
        "largest_area_cell": "dfrtp_1",
        "yosys-mux-area-fraction_pct": 11.97,
        "async_flop_share_pct": 68.09,
        "edf_count": 15,
        "synth_flops": 47,
        "synthFlopType": "dfrtp_1",
        "netlist_area_um2": 4056,
        "top_cells_by_count": "ha_1, nand2_1, o21ai_0",
        "ys_area_um2": 4056,
        "syn_inst": 446,
        "ys_sh_aoi_pct": 18.57,
        "ys_cells": 446,
        "synthXorXnorAreaFrac_pct": 0,
        "ys_seq_share_pct": 30.85,
        "logic_family": "AND-OR/OR-AND gates",
        "yosys_warnings": 2,
        "synth.distinct_cells": 54,
        "syn_area_per_cell_um2": 9.095,
        "area_leaders": "dfrtp_1, ha_1, edfxtp_1, mux2_2, o21ai_0",
        "synth_top_cell_by_count": "ha_1",
        "top_area_share_pct": 19.74,
    },
    "die": {
        "io_pins": 25,
        "rows": 32,
        "fp.dieH_um": 92.07,
        "fp_util_pct": 52.22,
        "die_w_um": 92.07,
        "design.core.area_um2": 7767,
        "die_area_um2": 8477,
    },
    "setup_path": {
        "cp-startpoint": "array_sel[4][1]",
        "path_cells": "inv_1 > ha_1 > inv_1 > mux4_2 > a22oi_1 > a31oi_1",
        "endpoint_kind": "flop",
        "cp_max_fo": 5,
        "crit_path_start_kind": "flop",
        "slowest_stage": "mux4_2",
        "critical_path.max_stage_delay_ns": 0.46,
        "crit_required_ns": 2.15,
        "cpMostUsedCell": "inv_1",
        "crit_family": "multiplexers",
        "crit_type": "flop to flop",
        "cp.arrival_ns": 2.09,
        "crit_buf_inv": 2,
        "reg2reg_from": "array_sel[4][1]",
    },
    "clock_tree": {
        "cts_sinks": 47,
        "insertion_delay_ns": 0.30,
        "cts_buffers": 5,
        "cts_tree": "built",
        "clk_pin_slew_ns": 0.09,
        "ctsHtreeMaxLevel": 2,
        "postCtsSetupBuffers": 0,
        "cts_hold_buf": 0,
        "cts-root-buf": "clkbuf_8",
        "clockBufferDepth": 2,
        "cts_resized": 0,
    },
    "place": {
        "numPortBuffers": 24,
        "gp_congestion": 0.9467,
        "dp_cells": 601,
        "dp_hpwl_mm": 7.640,
    },
    "drt": {
        "drt_iter0_drc": 175,
        "drtPass1Iterations": 4,
        "routed_wl_mm": 9.823,
        "antenna_cells": 0,
        "ant_nets": 0,
        "wl_per_cell_um": 16.13,
        "vias_per_cell": 5.598,
        "vias": 3409,
        "drc_errors": 0,
    },
    "power": {
        "power_density_nw_per_um2": 753.2,
        "peakVddDrop_uv": 411.0,
        "p_leak_nw": 2.118,
    },
    "sta": {
        "slew_headroom_pct": 67.17,
        "min_period_over_period_pct": 97.34,
        "final_hold_viol_count": 0,
        "rsz0062_at_grt": "false",
        "worst_slew_pin_slew_ns": 0.4910,
        "fin_crit_ns": 2.044,
        "fmax_mhz": 489.2,
        "fin_skew_ns": 0.008995,
        "final_max_slew_viol_count": 0,
        "finalSetupViolCount": 0,
        "finalSetupTns_ns": 0,
    },
    "grt": {
        "antenna_found_initial": 0,
        "grt.total_usage_pct": 25.20,
        "grt_max_degree": 33,
        "grt_pass1_vias": 3090,
        "grt-ovfl-total": 0,
        "grt_pass1_wl_mm": 15.90,
    },
    "layout": {
        "fillers": 671,
        "synthToLayoutAreaGrowth_pct": 20.30,
        "drive_gt1_share_pct": 24.26,
        "fin_cells": 609,
    },
    "min_path": {
        "hold_path.class": "primary input to asynchronous set/reset pin",
    },
    "run": {
        "maxCapViolCount": 0,
        "warning_count": 72,
    },
    "outcome": {
        "status": "complete, no violations",
    },
}
[flip-flops by register name, summed over array words and instances (netlist names)]
signal,cells
anode,8
array_sel,32
cathode,7
[cell type report]
| type | count | area [um^2] | area share (%) |
|---|---|---|---|
| Multi-Input combinational cell | 338 | 2582 | 52.92 |
| Sequential cell | 47 | 1256 | 25.74 |
| Timing Repair Buffer | 80 | 673.1 | 13.79 |
| Inverter | 34 | 132.6 | 2.718 |
| Tap cell | 102 | 127.6 | 2.615 |
| Clock buffer | 5 | 68.82 | 1.410 |
| Clock inverter | 3 | 38.79 | 0.7949 |
[worst register-to-register path, stage by stage, from the launching register on]
cell and delay (ns):
dfrtp_1 0.43, inv_1 0.13, ha_1 0.33, inv_1 0.04, mux4_2 0.46, a22oi_1 0.27
a31oi_1 0.14
[worst paths after layout]
check / to / slack (ns) / cells past startpoint
max reg2reg: cathode[3] / 0.06 / 6
min in group clk0: array_sel[3][1] / 0.60 / 1
min: array_sel[0][0] / 0.54 / 3
min reg2reg: array_sel[3][1] / 0.60 / 1
max: cathode[3] / 0.06 / 6
max in group asynchronous: array_sel[7][0] / 1.24 / 3
[power by group]
group          total (mW)  leakage [nW]  switching, mW  internal (mW)
Combinational        1.64          1.53          0.831          0.807
Clock               0.664        0.0556          0.315          0.349
Sequential           1.37         0.533          0.256           1.12
Total                3.68          2.12           1.40           2.27
[per-stage QoR]
step                instance area [um^2]  hold WS [ns]  setup WS, ns  utilization [%]  total power, mW
floorplan                           4056        0.5362        0.1681                -            2.481
global placement                    4738        0.5989       -0.2824            61.00            2.996
detailed placement                  4738        0.6067       -0.2567            61.00            3.004
CTS                                 4846        0.5435       0.03687            62.39            3.686
global route                        4880        0.5928      0.002759            62.82            3.976
finish                              4880        0.5369       0.05587            62.82            3.675
[cell usage in the layout, fill, tap and decap left out, types with 3 or more instances in the layout]
cell / count
buf_4: 55
dfrtp_2: 4
nor3_1: 3
mux4_2: 4
a31oi_1: 8
and3_1: 4
or2_2: 3
ha_2: 3
edfxtp_1: 15
clkdlybuf4s50_1: 24
a21oi_1: 31
mux2_2: 28
nand2_1: 44
inv_1: 27
a311oi_1: 3
inv_2: 3
a221oi_1: 3
clkinv_2: 3
clkbuf_8: 5
nand3_1: 9
mux2i_1: 8
a211oi_1: 12
nand2b_1: 12
o22ai_1: 7
ha_1: 52
nor2_1: 15
nor2b_1: 9
o21ai_0: 36
o211ai_1: 6
a22oi_1: 3
dfrtp_1: 28
[routing by layer]
layer  wire, um  vias to the layer above  GRT usage (%)
met3        397                        8          2.785
met2       4457                       76          39.05
met4        102                        0          2.604
met1       4866                     1617          41.03
met5          0                        -              0
li1           -                     1708              -
[cell families (layout without fill, tap and decap cells)]
family,count (synthesis),in the layout
mux,40,40
compound gates,123,123
simple gates,120,120
flops,47,47
fa+ha+maj,55,55
buf+inv,61,122
Power and IR drop assume default switching activity.
